**flow/config.mk**
```make
export PLATFORM = sky130hd
export DESIGN_NAME = ALU
export DESIGN_NICKNAME = ALU
export VERILOG_FILES = /design/flow/design.v
export SDC_FILE = /design/flow/constraint.sdc
export NUM_CORES = 4
export LEC_CHECK = 1
export CORE_UTILIZATION = 50
```
**flow/constraint.sdc**
```tcl
current_design ALU

set clk_period 424.6
set clk_io_pct 0.2

create_clock -name clk0 -period $clk_period

set non_clock_inputs [all_inputs -no_clocks]
set_input_delay [expr $clk_period * $clk_io_pct] -clock clk0 $non_clock_inputs
set_output_delay [expr $clk_period * $clk_io_pct] -clock clk0 [all_outputs]
```
**flow/design.v**
```verilog
`timescale 1ns/1ns
module ALU(
    input [31:0]OP1,
    input [31:0]OP2,
    input [3:0]sel,
    output reg zf,
    output reg [31:0]Res
);
always @* begin
    case (sel)
        4'b0000:
        begin
            Res = OP1 & OP2;    
        end
        4'b0001:
        begin
            Res = OP1 | OP2;
        end
        4'b0010:
        begin
            Res = OP1 + OP2;
        end
        4'b0011:
        begin
            Res = OP1*OP2;
        end
        4'b0100:
        begin
            Res = OP1/OP2;
        end
        4'b0101:
        begin
            Res = OP1^OP2;
        end
        4'b0110:
        begin
            Res = OP1-OP2;
        end
        4'b0111:
        begin
            Res = (OP1 < OP2)?1:0;
        end
        4'b1000:
        begin
            Res = OP1 << 0; 
        end
        default:
        begin
            Res = OP1 + OP2; 
        end 
    endcase
    zf = (Res)?0:1;
end
endmodule
```
**flow/run.sh**
```bash
#!/bin/bash
# OpenROAD 26Q1-2900-gdf79404cd8, Yosys 0.63+post, stock flow scripts
make -C /OpenROAD-flow-scripts/flow DESIGN_CONFIG=/design/flow/config.mk WORK_HOME=/design/flow/orfs finish
```
==> summary.txt <==
The synthesis and PnR run went through. DRC marker count from the first detailed-route iteration landed at approximately 5800. After routing, the total negative slack on setup checks comes to 0 ns. Setup repair after global routing left no endpoint under its margin. The most numerous cell type found on the critical path is sky130_fd_sc_hd__ha_1. The library cells used most frequently in the layout, excluding fill and tap cells, are sky130_fd_sc_hd__nand2_1 (909), sky130_fd_sc_hd__ha_1 (750), sky130_fd_sc_hd__nor2_1 (692). For reference, the most critical setup path is categorized as input port to output port.

Post-CTS repair changed the size of 0 cells. Adder-cell area share of the yosys netlist landed at 34.3%. The launch point of the worst min-delay path is recorded as OP2[31]. Total routed wire length on the met1 layer landed at 95500 um. At the pin with the least slew margin, the transition time is ~1.1 ns. Sequential cells placed in the final layout were counted as 0. Number of antenna violations at the first check in global routing landed at 18. Y dimension of the die landed at between 300 and 400 um. Layout overhead on the synthesized area landed at 6.15%. Power density normalized to cell area landed at ~7.7 nW/um^2. Remaining max-slew budget at the tightest pin landed at between 20% and 30%. In this design, the largest share of critical-path delay is due to AND-OR/OR-AND gates. Worst endpoint data arrival time landed at ~170 ns. Die width landed at 322 um. For reference, the mux area share after synthesis is 2.03%.

Maximum clock frequency landed at 0.00392 GHz. Hold analysis lists the worst path endpoint as Res[1]. Total met2 wirelength after detailed routing landed at 98300 um. Die footprint landed at 104000 sq um. The synthesis run identifies the leading combinational cell family as adder cells.

Number of standard cells after synthesis landed at about 7200. Share of synthesized cell area in and-or and or-and compound cells landed at approximately a quarter. Mean area per synthesized cell landed at just over 7 sq um.

For this design, Yosys synthesis ends with a cell count of 7222. Once the clock tree was built, the setup fixing pass inserted 0 buffers. Per the final report, max-transition violations number 0. STA classifies the critical path endpoint as an output port. XOR/XNOR share of the synthesized area landed at 7.22%.

Routability-driven placement finished with a final weighted congestion of 1.12. Number of port buffers landed at roughly 100. Number of cells on the worst hold path landed at 4.

Final routed wire length divided by cell count landed at ~29 um. Detailed routing placed a total of 37900 um of wire on met3. STA classifies the critical path startpoint as an input port. Warnings raised by the tools during the run amount to 100.

The via count of the first global-routing pass was between 50000 and 60000. Summing all flip-flop and latch instances after layout gives 0 sq um. Final-layout worst hold slack landed at roughly 170 ns. Across all layers, the routed design uses 56700 vias.

Internal power of the cells landed at 161 uW. Via-per-instance ratio landed at roughly 6.6. Per the post-run analysis, buffers plus inverters along the critical path come to 19. Share of layout cells above drive strength 1 landed at 5.82%. Total of clock buffers placed in the layout landed at 0. Hold violation count in the final report landed at 0. Dividing the final minimum period by the clock period gives 60.1%. Data required time of the worst path landed at 339.68 ns.

Worst vdd rail ir drop landed at between 0.02 and 0.025 mV. The synthesis report lists the Yosys warning total as 1. The clock period could shrink to roughly 260 ns. The run finished with clean final reports. Final number of setup-violating endpoints landed at 0. Stage delay of the slowest cell on the critical path landed at about 0.95 ns. Final routed DRC violation total landed at 0.

Half-perimeter wire length after detailed placement landed at between 150000 and 200000 um. Length of the first detailed-routing pass in iterations landed at 6. Count of unique library cells instantiated by Yosys landed at 109. Fraction of power spent switching nets landed at 61.5%. After Yosys synthesis, and, or, nand and nor cells account for 22.7% of the synthesized area.

Pin count of the biggest net entering global routing landed at 45. Per the detailed-route log, wirelength across all metal layers totals 250000 um. On the critical path, the stage with the largest delay is an instance of sky130_fd_sc_hd__o22ai_1. Synthesis area per yosys landed at between 50000 and 60000 sq um. For this design the total switching power over the nets is 258 uW.

Signal routing reaches up to met5. Total of max-cap violations landed at 0. The floorplan report gives the top-level pin count as 101. In the floorplan report the effective utilization is 50.4%.

Final antenna-violating net count landed at 0. Total core area landed at about 100000 sq um. The analysis attributes to cell leakage a power of around 0.026 uW. Summing every instance area after synthesis gives 51200 sq um. Of the synthesized area, sequential elements account for 0%.

Biggest fanout along the worst timing path landed at 35. Among logic cells in the layout, the one with the most instances is sky130_fd_sc_hd__nand2_1. After clock tree synthesis, the flow added hold-fix buffers numbering 0. The worst hold path belongs to the class input port to output port. Residual overflow from global routing landed at 0. The first global-routing pass estimated 359000 um of wire.

Row generation in the floorplan step produced 117 rows. Global-route usage over all layers landed at 49.0%. At the end of the flow the core is filled with cells to 53.5%.
==> per-stage QoR <==
| step | worst slack (ns) | std cells | cell area [sq um] | total power (uW) |
|---|---|---|---|---|
| finish | 169.35 | 8593 | 54400 | 419 |
| global route | 165.36 | 8589 | 54400 | 459 |
| CTS | 172.21 | 8588 | 54400 | 404 |
| detailed placement | 172.54 | 8588 | 54400 | 401 |
| global placement | 173.14 | 8588 | 54400 | 401 |
| floorplan | 187.14 | 7222 | 51200 | 287 |
==> logic make-up after synthesis <==
family | Yosys count
AND/OR/NAND/NOR | 2533
multiplexers | 97
buffers and inverters | 1014
XOR/XNOR | 422
AND-OR/OR-AND | 1996
adder cells (fa/ha/maj) | 1160
==> routing by layer <==
metal | vias up | GRT usage, %
met5 | - | 3.40
met1 | 26400 | 63.5
met3 | 895 | 24.2
li1 | 25700 | -
met4 | 34 | 26.4
met2 | 3723 | 66.7
==> power groups by stage <==
stage         Sequential, uW     Clock, uW  Combinational, uW
CTS                        0             0                404
global route               0  0.0000000428                459
==> worst max path at each step <==
stage,endpoint,depth (start not counted),startpoint
finish,zf,272,OP2[21]
global route,zf,276,OP2[12]
CTS,zf,273,OP2[30]
==> cell usage after synthesis, types with 45 or more instances <==
library cell | instances | share of area [%]
sky130_fd_sc_hd__a21o_1 | 169 | 2.5
sky130_fd_sc_hd__mux2i_1 | 45 | 0.88
sky130_fd_sc_hd__o31ai_1 | 66 | 0.97
sky130_fd_sc_hd__or2_2 | 46 | 0.56
sky130_fd_sc_hd__o21a_1 | 132 | 1.9
sky130_fd_sc_hd__inv_1 | 697 | 5.1
sky130_fd_sc_hd__o211ai_1 | 91 | 1.3
sky130_fd_sc_hd__and3_1 | 49 | 0.60
sky130_fd_sc_hd__a211oi_1 | 77 | 1.1
sky130_fd_sc_hd__nand3_1 | 158 | 1.5
sky130_fd_sc_hd__ha_1 | 750 | 18
sky130_fd_sc_hd__nand2b_1 | 69 | 0.84
sky130_fd_sc_hd__nor3_1 | 209 | 2.0
sky130_fd_sc_hd__and2_1 | 45 | 0.55
sky130_fd_sc_hd__o21bai_1 | 57 | 0.84
sky130_fd_sc_hd__or3_1 | 84 | 1.0
sky130_fd_sc_hd__clkbuf_1 | 261 | 1.9
sky130_fd_sc_hd__nor2b_1 | 47 | 0.57
sky130_fd_sc_hd__nor2_1 | 694 | 5.1
sky130_fd_sc_hd__o21ai_0 | 332 | 3.2
sky130_fd_sc_hd__xnor2_1 | 262 | 4.5
sky130_fd_sc_hd__mux2_2 | 51 | 1.1
sky130_fd_sc_hd__a31oi_1 | 93 | 1.1
sky130_fd_sc_hd__xor2_1 | 160 | 2.7
sky130_fd_sc_hd__nand4_1 | 65 | 0.79
sky130_fd_sc_hd__nand2_1 | 909 | 6.7
sky130_fd_sc_hd__a21oi_1 | 481 | 4.7
sky130_fd_sc_hd__fa_1 | 410 | 16
==> layout make-up <==
type               count  area (sq um)
diodes                 5          12.5
inverters            705          2650
repair buffers       307          2510
multi-input cells   6208         47500
well taps           1368          1710
fillers             9970         47200
Power and IR drop assume default switching activity.
